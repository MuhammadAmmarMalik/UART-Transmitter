$ cat /design/flow/design.v
module uart_dp(
					input logic clk, reset,
  					input logic [8-1:0] data_in,
  					input logic load_shift_reg,
  					input logic shift_en,
  					input logic mux_sel,
  					input logic clear_baud_counter,
  					input logic clear_bit_counter,
  					output logic [3-1:0] baud_counter,
  					output logic [4-1:0] bit_counter,
  					output logic tx_data
													);
  logic [10-1:0] shift_reg;
  assign tx_data = mux_sel ? 1'b1 : shift_reg [0];
  always @(posedge clk) begin
    if (reset) begin
      baud_counter = 0;
      bit_counter = 0;   
   	  shift_reg = 0;
  	end
    if(clear_baud_counter)
      	baud_counter = 0;
    else 
    	baud_counter = baud_counter + 1;
    if (clear_bit_counter)
      	bit_counter = 0;
    if (baud_counter == 5 ) 
      	bit_counter = bit_counter + 1;
  end 
  always @ (*) begin
    if(load_shift_reg) begin
      shift_reg [8:1] = data_in;
      shift_reg [9] = 1;
      shift_reg [0] = 0;
    end 
    if(shift_en) begin
      shift_reg [0] = shift_reg [1];
      shift_reg [1] = shift_reg [2];
      shift_reg [2] = shift_reg [3];
      shift_reg [3] = shift_reg [4];
      shift_reg [4] = shift_reg [5];
      shift_reg [5] = shift_reg [6];
      shift_reg [6] = shift_reg [7];
      shift_reg [7] = shift_reg [8];
      shift_reg [8] = shift_reg [9];
      shift_reg [9] = 1;
    end
  end 
endmodule
$ cat /design/flow/run.sh
#!/bin/bash
# OpenROAD 26Q1-2900-gdf79404cd8, Yosys 0.63+post, stock flow scripts
make -C /OpenROAD-flow-scripts/flow DESIGN_CONFIG=/design/flow/config.mk WORK_HOME=/design/flow/orfs finish
$ cat /design/flow/config.mk
export PLATFORM = sky130hd
export DESIGN_NAME = uart_dp
export DESIGN_NICKNAME = uart_dp
export VERILOG_FILES = /design/flow/design.v
export SDC_FILE = /design/flow/constraint.sdc
export NUM_CORES = 4
export LEC_CHECK = 1
export CORE_AREA = 10 10 70 70
export DIE_AREA = 0 0 80 80
$ cat /design/flow/constraint.sdc
current_design uart_dp

set clk_period 2.7
set clk_io_pct 0.2

create_clock -name clk0 -period $clk_period [get_ports {clk}]

set non_clock_inputs [all_inputs -no_clocks]
set_input_delay [expr $clk_period * $clk_io_pct] -clock clk0 $non_clock_inputs
set_output_delay [expr $clk_period * $clk_io_pct] -clock clk0 [all_outputs]
==> run notes <==
flow finished, numbers: first-pass GRT wire length 1.36 mm, Pins Over Slew Limit 0, Leak 0.197 nW, CTS Buffer Depth 2, root buffer cell clkbuf_4, initial antenna violation count 0, count of input and output buffers 10, Crit. End Element flip-flop, Post-route DRC 0, Registers, synthesis 7, PwrDens 401 mW/mm^2, CP Launch Type input port, final setup fails 0, worst stage delay on the critical path 0.49 ns, area figure in the yosys stat output 362 um^2, Die X 80 um, hold slack final 0.482 ns, I/O Pins 23, P&R area growth vs syn 52.9%, Ys Warns 21, Netlist cell types 19, CP top delay family simple AND/OR/NAND/NOR gates, DR vias 293, status complete, no violations, fraction of layout cells with a size suffix above 1 26.0%, Rows 21, Critical Path RT 2.89 ns, # Cells Yosys 35, post-detail-place hpwl 714 um, vias in the first global route 307, die area 0.00640 mm^2, total length of routed wires 815 um, DR iter-0 viols 8, sum of buffers and inverters on the critical path 2, clk ins delay skew pair 0.25 ns, Clock transition at path regs 0.05 ns, clock sink count 7, Final Power 0.222 mW, worst-path maximum fanout 4, post-cts sizing count 0, Post-Syn Instances 35, CTS H-Tree Depth 1, Die Y 80 um, Max Cap Violations 0, # hold bufs at CTS 0, Fill cells 384, TritonCTS clock tree built, worst slew pin tran 0.261 ns, grt ovf 0, Via density 3.05, syn_area_per_cell 10.3 um^2, Cell Area, Synth 362 um^2, setup bufs post-CTS 0, Commonest Layout Cell clkdlybuf4s50_1, final worst path period need 2.30 ns, Core Area 0.00342 mm^2, setup tns final 0 ns, GRT Util Overall 2.65%, fp_density 10.6%, DRT antenna net count 0, WL/cell 8.49 um, tool warnings 35, fmax 434 MHz, n_diodes 0, CP arrival 2.49 ns, RSZ-0062 raised after global routing no, Seq share, synth 38.8%, maximum VDD drop 0.0000546 V, Slew headroom 82.5%, Max stage delay cell, worst path clkdlybuf4s50_1, cycle use final 85.3%, CTS Buf Count 3, worst hold path type flip-flop to flip-flop, largest net degree at the start of global routing 5, CP Cell Sequence clkdlybuf4s50_1, and2b_2, ha_1, nor4b_4, o31ai_2, buf_4, or3_1, a21boi_1, gpl congestion 0.739, Place WS 0.127 ns, Top cells excl fill/tap 10 x clkdlybuf4s50_1, 7 x dfxtp_1, 5 x nor2_1, Clock Skew 0.000700 ns, critical path class input port to flip-flop, Final Hold Violation Tally 0, router iterations before antenna repair 2, fin worst setup slack 0.397 ns
==> kinds of logic (layout without fill, tap and decap cells) <==
kind of cell	after synthesis	after routing	synth area share [%]
multiplexers	1	1	3.11
XOR/XNOR	3	3	7.27
buffers and inverters	2	17	3.11
adder cells (fa/ha/maj)	2	2	6.92
flip-flops	7	7	38.8
AND-OR/OR-AND	3	3	6.92
AND/OR/NAND/NOR	17	17	33.9
==> per-layer routing <==
| metal | up-vias | routed length [um] | GRT usage, % | part of all wire [%] |
|---|---|---|---|---|
| li1 | 147 | - | - | - |
| met1 | 137 | 307 | 2.47 | 38 |
| met2 | 5 | 445 | 4.74 | 55 |
| met3 | 4 | 42 | 1.48 | 5.2 |
| met4 | 0 | 19 | 0.880 | 2.3 |
| met5 | - | 0 | 0 | 0 |
==> cells in the mapped netlist <==
cell type / count / area share (%)
ha_1: 2 / 6.9
xnor2_1: 3 / 7.3
dfxtp_1: 7 / 39
nor2_1: 5 / 5.2
nor4b_4: 1 / 6.6
o21ai_0: 1 / 1.4
mux2_2: 1 / 3.1
and2_2: 1 / 2.1
o31ai_2: 1 / 3.5
a21boi_1: 1 / 2.1
nand2_1: 1 / 1.0
or3_1: 1 / 1.7
nand3_1: 1 / 1.4
and2b_2: 3 / 7.3
and2_1: 2 / 3.5
buf_4: 1 / 2.1
nor2b_1: 1 / 1.7
nor3b_2: 1 / 3.5
inv_1: 1 / 1.0
==> worst register-to-register path: stages (launching register included) <==
cell and delay [ns]:
dfxtp_1 0.43, and2b_2 0.19, ha_1 0.25, nor3b_2 0.22, o31ai_2 0.09, buf_4 0.16
or3_1 0.34, a21boi_1 0.13
==> path summary, 6_finish.rpt <==
| check | from | endpoint | slack (ns) | cells after the start |
|---|---|---|---|---|
| worst max-delay path | reset | bit_counter[3] | 0.40 | 8 |
| worst min-delay path | bit_counter[3] | bit_counter[3] | 0.48 | 2 |
| worst max register to register | baud_counter[0] | bit_counter[3] | 0.82 | 7 |
| worst min register to register | bit_counter[3] | bit_counter[3] | 0.48 | 2 |
==> power by group <==
group / switching [mW] / total, mW / internal (mW)
combinational: 0.00648 / 0.0191 / 0.0126
clock: 0.0382 / 0.0945 / 0.0564
sequential: 0.00240 / 0.108 / 0.106
==> state kept, by name, indices dropped and copies added, names as in the netlist <==
register / flops
bit_counter: 4
baud_counter: 3
==> stage by stage <==
stage               area, um^2  util (%)  cells
floorplan                  362         -     35
finish                     553      16.2     96
CTS                        553      16.2     96
detailed placement         527      15.4     92
global route               553      16.2     96
global placement           527      15.4     92
==> final cells by class <==
cell class                 instances  area (um^2)  share of cell area [%]
clock buffer                       4         26.3                    4.75
inverter                           1         3.75                   0.679
multi-input combinational         26          210                    38.0
sequential                         7          140                    25.3
tap                               46         57.6                    10.4
timing repair buffer              12          115                    20.8
Power figures rest on the tool's default switching activity, not on a simulated workload.
